--- flow/constraint.sdc ---
current_design regfile

set clk_period 18.0
set clk_io_pct 0.2

create_clock -name clk0 -period $clk_period [get_ports {clk}]

set non_clock_inputs [all_inputs -no_clocks]
set_input_delay [expr $clk_period * $clk_io_pct] -clock clk0 $non_clock_inputs
set_output_delay [expr $clk_period * $clk_io_pct] -clock clk0 [all_outputs]
--- flow/run.sh ---
#!/bin/bash
# OpenROAD 26Q1-2900-gdf79404cd8, Yosys 0.63+post, stock flow scripts
make -C /OpenROAD-flow-scripts/flow DESIGN_CONFIG=/design/flow/config.mk WORK_HOME=/design/flow/orfs finish
--- flow/config.mk ---
export PLATFORM = sky130hd
export DESIGN_NAME = regfile
export DESIGN_NICKNAME = regfile
export VERILOG_FILES = /design/flow/design.v
export SDC_FILE = /design/flow/constraint.sdc
export NUM_CORES = 4
export LEC_CHECK = 1
export CORE_UTILIZATION = 30
--- flow/design.v ---
module regfile(
	           input         clk,
	           input         reset,
	           input [4:0]   rs1_sel,
	           input [4:0]   rs2_sel,
	           input [63:0]  dcache_ack_data,
	           input [4:0]   dcache_ack_rd,  
	           input         dcache_ack_valid,
	           output        dcache_ack_retry,  
	           input [4:0]   rd_sel,
	           input         dest_enable,
	           input         dest_long_enable,
	           input [63:0]  dest,
	           output [63:0] rs1_data,
	           output [63:0] rs2_data
               );
   reg [63:0]                rf[31:0];
   reg [4:0]                 reset_counter	=	5'b0;
   reg [63:0]                rs1_data_next;
   reg [63:0]                rs2_data_next;
   always@(posedge clk)begin
      if(reset)
	    begin
	       rf[reset_counter]	<=	64'b0;
	       reset_counter		<=	reset_counter+1'b1;
	    end
      else
	    begin
	       if(dcache_ack_valid)
	         begin
		        rf[dcache_ack_rd]	<=	dcache_ack_data;
	         end
	       if(dest_enable)
	         begin
		        if(dest_long_enable)
		          rf[rd_sel]	<=	dest;
		        else
		          rf[rd_sel][31:0]	<=	dest[31:0];
	         end
	    end
   end
   always@(*)begin
      begin
	     rs1_data_next	=	rf[rs1_sel];
      end
   end
   always@(*)begin
      begin
	     rs2_data_next	=	rf[rs2_sel];
      end
   end
   assign   rs1_data	        =	rs1_data_next;
   assign   rs2_data	        =	rs2_data_next;
   assign   dcache_ack_retry	=	1'b0;
endmodule
==> flow_summary.toml <==
# yosys + openroad results
[yosys]
ys_area_um2 = 119000
post_synth_num_cell_types = 48
syn_area_per_cell_um2 = 15.1
syn_area_um2 = 119000
ys_warn_count = 1
edf_count = 2053
synth_flops = 2053
ys.flop_type = "edfxtp_1"
yosys_cells = 7865
synthCells = 7865
async_flop_share_pct = 0
synth_seq_share_pct = 51.8

[clock_network]
clock-sinks = 2053
cts_tree = "built"
clock_path_buffers = 4
cts_root_buffer = "clkbuf_16"
h-tree-depth = 4
post_cts_buffers = 0
ctsHoldBuffers = 0
clock_latency_ns = 0.92
cts_buffers = 227
path_clk_slew_ns = 0.06
cts.repair.resized = 0

[global_routing]
grt_pass1_wl_mm = 650
grtUsageTotal_pct = 24.9
antenna_found_initial = 45
grt_pass1_vias = 83097
grt_max_degree = 86
gr-total-overflow = 0

[sta]
max_freq_mhz = 84.4
post-route-period-util_pct = 65.8
setup_viol = 0
slew_violations = 0
finalHoldViolCount = 0
period_minus_slack_ns = 11.85
relSlewSlack_pct = 23.1
fin_skew_ns = 0.0488
worst_slew_pin_slew_ns = 1.15
rsz0062_at_grt = "no"
finalSetupTns_ns = 0

[routing]
wire_per_inst_um = 35.8
vias = 77749
route.detailed.drc = 0
wl_mm = 472
via_per_inst = 5.89
drtIter0Drc = 5592
ant_nets = 0
first_pass_iters = 5

[critical_path]
end_kind = "output port"
worstSetupPathType = "input port to output port"
critPathLaunchType = "input port"
arrival_ns = 8.25
r2r_slack_ns = 14.13
crit_required_ns = 14.40
path_max_fanout = 85

[power]
pwr-share-comb_pct = 12.3
seqPwrFrac_pct = 47.1
power_switching_mw = 2.83
intPower_mw = 8.58
peakVddDrop_uv = 77.8
clkPwrFrac_pct = 40.6
switching_share_pct = 24.8
p_per_area_nw_per_um2 = 83.9
p_leak_nw = 45.4

[placement]
dp_hpwl_mm = 276
gp_congestion = 0.917
io_buffers = 280

[die]
chip_area_um2 = 399000
rows = 230
fp-utilization_pct = 30.2
die_height_um = 632
ios = 282
chipWidth_um = 632
core_area_um2 = 394000

[outcome]
status = "finished, final reports clean"

[flow_run]
warning_count = 26
drv_cap = 0

[finish]
final_util_pct = 34.6
drive_gt1_share_pct = 43.6
syn2layout_area_growth_pct = 14.3

[worst_hold_path]
min_path_type = "register to register"
per-stage QoR:
stage / instance area [um2] / power [mW] / setup slack, ns / std cells / hold WS, ns
after CTS: 136000 / 11.4 / 6.08 / 13187 / 0.615
after detailed placement: 129000 / 6.87 / 6.08 / 12783 / 0.596
after global placement: 129000 / 6.86 / 6.16 / 12783 / 0.598
after global routing: 136000 / 11.7 / 5.88 / 13194 / 0.644
final: 136000 / 11.4 / 6.15 / 13207 / 0.616
after floorplan: 119000 / 6.28 / 8.89 / 7865 / 0.568
layout by cell type (no fill, tap or decap), types with 36 or more instances in the layout:
cell,synthesis,layout
a221oi_1,52,52
and2_1,67,65
buf_4,35,407
clkbuf_1,761,36
clkbuf_16,0,229
clkdlybuf4s50_1,0,270
clkinv_1,0,62
edfxtp_1,2053,2053
mux2_2,1454,1454
mux2i_1,127,127
mux4_2,1135,1135
nand2_1,883,850
o21ai_0,829,797
o22ai_1,71,66
synth_stat cells, drive strengths merged, types with 9 or more instances:
| library cell | instances | area, um2 |
|---|---|---|
| a211oi | 18 | 135 |
| a21boi | 9 | 67.6 |
| a21oi | 9 | 45.0 |
| a221oi | 52 | 455 |
| and2 | 67 | 419 |
| buf | 235 | 1200 |
| clkbuf | 761 | 2860 |
| edfxtp | 2053 | 61600 |
| mux2 | 1460 | 16400 |
| mux2i | 127 | 1270 |
| mux4 | 1135 | 25600 |
| nand2 | 883 | 3310 |
| nor2 | 13 | 51.3 |
| nor2b | 13 | 81.3 |
| nor3 | 23 | 120 |
| o21ai | 847 | 4240 |
| o21bai | 27 | 203 |
| o22ai | 71 | 444 |
worst paths after layout:
check                           depth (start not counted)             start                to
worst max register to register                          6  reset_counter[2]         rf[24][7]
worst min register to register                          1  reset_counter[4]  reset_counter[4]
worst max-delay path                                    9        rs1_sel[2]      rs1_data[13]
worst min-delay path                                    1  reset_counter[4]  reset_counter[4]
power groups by stage:
stage / Sequential (mW) / Combinational, mW / Clock, mW
after CTS: 5.38 / 1.40 / 4.67
final: 5.38 / 1.40 / 4.63
after global routing: 5.38 / 1.47 / 4.83
final cells by class:
type                       count  area (um2)
inverter                       4        15.0
multi-input combinational   4812       54600
timing repair buffer         694        6040
antenna                       20        50.0
clock inverter               139        1300
tap                         5220        6530
clock buffer                 265        5870
sequential                  2053       61600
fill                       36564      258000
metal layers:
| layer | vias to the layer above | share of wire (%) | global-route usage [%] |
|---|---|---|---|
| li1 | 31330 | - | - |
| met5 | - | 0.32 | 2.73 |
| met4 | 73 | 6.8 | 12.9 |
| met2 | 6670 | 45 | 36.5 |
| met1 | 38200 | 28 | 23.5 |
| met3 | 1476 | 20 | 21.5 |
worst max-delay path: stages:
cell             delay, ns
buf_8                 0.50
buf_4                 0.66
buf_12                0.54
buf_4                 0.73
mux4_2                0.34
mux2_2                0.15
o22ai_1               0.09
a221oi_1              0.81
clkdlybuf4s50_1       0.62
flip-flops by register name (all words and copies together) (netlist names):
signal	flops
rf	2048
reset_counter	5
kinds of logic (layout without fill, tap and decap cells):
logic type               after synthesis  count (layout)  share of synthesized area (%)
XOR/XNOR                               3               3                         0.0221
AND-OR/OR-AND                       1047            1047                           4.80
other                                  1              21                        0.00315
multiplexers                        2722            2722                           36.4
buffers and inverters               1000            1102                           3.42
flip-flops                          2053            2053                           51.8
AND/OR/NAND/NOR                     1038            1038                           3.59
adder cells (fa/ha/maj)                1               1                         0.0105
No activity file was given, so power comes from the tool's default toggle rates.
