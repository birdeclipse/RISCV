==> design.v <==
module Fluid_Flop
  #(parameter Size=64)
   (input                     clk
    ,input                    reset
    ,input  logic [Size-1:0]  din
    ,input  logic             dinValid
    ,output logic             dinRetry
    ,output logic [Size-1:0]  q
    ,input  logic             qRetry
    ,output logic             qValid
    );
   logic [Size-1:0] shadowq;
   logic            c1;
   logic            c2;
   logic            shadowValid;
   logic            priv_qValid;
   always @(*) begin
      qValid = priv_qValid;
   end
   logic          priv_dinRetry;
   always @(*) begin
      dinRetry = priv_dinRetry;
   end
   logic          priv_qRetry;
   always @(*) begin
      priv_qRetry = qRetry;
   end
   logic          priv_dinValid;
   always @(*) begin
      priv_dinValid = dinValid;
   end
   always @(*) begin
      c1 = (priv_qValid & priv_qRetry);  
      c2 = priv_dinValid | shadowValid;  
   end
   always @(posedge clk) begin
      if (reset) begin
         shadowValid <= 'b0;
      end else begin
         shadowValid <= (c1 & c2);
      end
   end
   logic s_enable;
   always @(*) begin
      s_enable = !shadowValid;
   end
   always@ (posedge clk) begin
      if (s_enable) begin
         shadowq <= din;
      end
   end
   logic q_enable;
   always @(negedge clk) begin
      q_enable <= !c1;
   end
   always @ (negedge clk) begin
      if (q_enable) begin
         q <= shadowq;
      end
   end
   logic priv_qValidla2;
   always @(posedge clk) begin
      if (reset) begin
         priv_qValidla2 <='b0;
      end else begin
         priv_qValidla2 <= (c1 | c2);
      end
   end
   always @(*) begin
      priv_qValid = priv_qValidla2;
   end
   always @(*) begin
      priv_dinRetry = shadowValid | reset;
   end
endmodule
==> run.sh <==
#!/bin/bash
# OpenROAD 26Q1-2900-gdf79404cd8, Yosys 0.63+post, stock flow scripts
make -C /OpenROAD-flow-scripts/flow DESIGN_CONFIG=/design/flow/config.mk WORK_HOME=/design/flow/orfs finish
==> config.mk <==
export PLATFORM = sky130hd
export DESIGN_NAME = Fluid_Flop
export DESIGN_NICKNAME = Fluid_Flop
export VERILOG_FILES = /design/flow/design.v
export SDC_FILE = /design/flow/constraint.sdc
export NUM_CORES = 4
export LEC_CHECK = 1
export CORE_UTILIZATION = 50
==> constraint.sdc <==
current_design Fluid_Flop

set clk_period 4.6
set clk_io_pct 0.2

create_clock -name clk0 -period $clk_period [get_ports {clk}]

set non_clock_inputs [all_inputs -no_clocks]
set_input_delay [expr $clk_period * $clk_io_pct] -clock clk0 $non_clock_inputs
set_output_delay [expr $clk_period * $clk_io_pct] -clock clk0 [all_outputs]
==> impl_metrics.toml <==
# synthesis and place-and-route metrics
[worst_setup_path]
cp_max_fo = 1
cp.arrival_ns = 3.60
crit_cells = 1
critPathMaxStageDelay_ns = 0.47
startpoint_type = "register"
required_ns = 3.68
crit_buf_inv = 1
path_delay_family = "buffers and inverters"
cp_slowest_cell = "clkdlybuf4s50_1"
worstRegToRegCells = 0
cp_cell_sequence = "clkdlybuf4s50_1"
end_kind = "primary output"
critical_path_class = "reg2out"

[synth]
top_cells_by_area = "edfxtp_1 (97%), dfxtp_1 (1.5%), nor3_2 (0.25%)"
yosysCellCount = 138
synth-seq-cells = 131
netlist_area_mm2 = 0.00395
syn-mean-instance-area_um2 = 28.6
synth_cells = 138
yosysChipArea_mm2 = 0.00395
synth_seq_share = 0.989
synth_cell_types = 8
yosys.area.top_type_share = 0.973
yosys.area.top_type = "edfxtp_1"
ys.warnings.count = 1

[drt]
drtAntennaViolNets = 0
drt_pass1_iterations = 4
drt_iter0_drc = 70
route.detailed.wl_per_inst_um = 14.2
vias = 2068
viasPerCell = 4.39
drt_wl_total_um = 6680
drc = 0
diodes = 0

[sta]
finalWorstSetupSlack_ns = 0.0765
worst_slew_pin_slew_ns = 0.720
setup_viol = 0
relSlewSlack = 0.520
finalMaxSlewViolations = 0
fin_setup_tns_ns = 0
fin_skew_ns = 0.0246
rsz0062_at_grt = "false"
hold_violations = 0

[cts]
numClockSinks = 131
ctsHtreeMaxLevel = 4
cts_root_buffer = "clkbuf_8"
postCtsSetupRepairBufs = 0
clk_path_buf_depth = 2
clk_latency_ns = 0.49
cts_buffers = 17
path_clk_slew_ns = 0.06
hold_buffers = 0
cts_tree = "yes"
cts_resized = 0

[floorplan]
chipHeight_um = 90.9
die_area_mm2 = 0.00826
die_w_um = 90.9
io_pins = 134
core_area_mm2 = 0.00769
initial_core_util = 0.514
row_count = 32

[global_routing]
grt_pass1_vias = 2143
grt_first_pass_wirelength_um = 10400
antenna_found_initial = 0
grt_max_degree = 56
grt-ovfl-total = 0
track_usage = 0.193

[hold_path]
worstHoldPathCells = 2
min_path_type = "reg2reg"

[pwr]
p_seq_frac = 0.455
p_sw_uw = 653
irDropWorstVdd_mv = 0.312
p_sw_frac = 0.208
powerDensity_mw_per_mm2 = 500
p_leak_uw = 0.00255
comb_power_share = 0.047
power_frac_clock = 0.498
p_int_uw = 2490
p_total_uw = 3140

[placement]
io_buffers = 133
dpl.hpwl_um = 4020
pre_cts_ws_ns = 0.578
gp_congestion = 0.755
dpl_cell_area_mm2 = 0.00542

[outcome]
outcome = "finished clean"

[flow_run]
openroad.warnings = 91
cap_violations = 0

[finish]
area_delta_synth_final_pct = 59.0
layout_top_cell = "clkdlybuf4s50_1"
stdcell_area_mm2 = 0.00628
mostFrequentLayoutCells = "clkdlybuf4s50_1 (133), edfxtp_1 (128), inv_1 (65), clkbuf_16 (18), clkinv_2 (4)"
fin_util = 0.817
drive_gt1_frac = 0.106
worst paths after layout:
path | endpoint | from | slack [ns]
setup / recovery | q[17] | q[17] | 0.08
hold / removal | shadowValid | priv_qValidla2 | 0.51
setup reg to reg | q[53] | shadowq[53] | 1.63
hold reg to reg | shadowValid | priv_qValidla2 | 0.51
sequential cells by signal, summed over array words and instances, names as in the netlist:
signal / count
q: 64
shadowq: 64
priv_qValidla2: 1
q_enable: 1
shadowValid: 1
power groups by stage:
stage     combinational, µW  clock, µW  sequential [µW]
4_1_cts                 150       1600             1430
5_1_grt                 158       1690             1430
6_report                148       1560             1430
cell families (layout without fill, tap and decap cells):
| logic type | Yosys count | count (layout) | share of synthesized area |
|---|---|---|---|
| compound gates | 1 | 1 | 0.00222 |
| buf+inv | 2 | 233 | 0.00190 |
| flops | 131 | 131 | 0.989 |
| simple gates | 4 | 4 | 0.00729 |
cells in the mapped netlist (all sizes together):
master,count
nand2,1
nor2,1
nor3,1
inv,2
edfxtp,128
dfxtp,3
or2,1
a21oi,1
through the flow:
| stage | hold slack, ns | std cells |
|---|---|---|
| 2_1_floorplan | 0.456 | 138 |
| 3_3_place_gp | 0.501 | 375 |
| 3_5_place_dp | 0.498 | 375 |
| 4_1_cts | 0.509 | 471 |
| 5_1_grt | 0.539 | 471 |
| 6_report | 0.511 | 471 |
tightest hold or removal path, stage by stage, from the launching register on:
cell and delay (ns):
dfxtp_1 0.32, nand2_2 0.10, nor3_2 0.05
layer usage:
layer,wire (µm),GRT usage,part of all wire
met2,3090,0.263,0.46
met3,1000,0.129,0.15
met1,2540,0.324,0.38
met4,50,0.0265,0.0075
met5,0,0,0
final cells by class:
type,count,area [µm²]
clock buffer,20,468
inverter,1,3.75
fill,394,1410
timing repair buffer,135,1350
tap,102,128
sequential,131,3910
multi-input combinational,5,37.5
clock inverter,77,390
Power is estimated from default activity; no workload was simulated.
